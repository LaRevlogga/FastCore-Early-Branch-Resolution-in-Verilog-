### flow/design.v
module branch_predictor (
    input wire clk,
    input wire rst_n,
    input wire [31:0] pc,
    input wire predict_req,
    output reg prediction,
    output reg prediction_valid,
    input wire [31:0] update_pc,
    input wire update_valid,
    input wire update_taken,
    input wire update_correct
);
    reg [1:0] pht [0:255];
    reg [7:0] ghr;
    wire [7:0] pht_index = pc[9:2] ^ ghr;
    wire [7:0] update_index = update_pc[9:2] ^ ghr;
    integer i;
    always @(posedge clk or negedge rst_n) begin
        if (!rst_n) begin
            for (i = 0; i < 256; i = i + 1) pht[i] <= 2'b01;
            ghr <= 8'h0;
            prediction_valid <= 1'b0;
        end else begin
            if (predict_req) begin
                prediction <= pht[pht_index][1];
                prediction_valid <= 1'b1;
            end else begin
                prediction_valid <= 1'b0;
            end
            if (update_valid) begin
                if (update_taken) begin
                    if (pht[update_index] != 2'b11)
                        pht[update_index] <= pht[update_index] + 1;
                end else begin
                    if (pht[update_index] != 2'b00)
                        pht[update_index] <= pht[update_index] - 1;
                end
                ghr <= {ghr[6:0], update_taken};
            end
        end
    end
endmodule
### flow/run.sh
#!/bin/bash
# OpenROAD 26Q1-2900-gdf79404cd8, Yosys 0.63+post, stock flow scripts
make -C /OpenROAD-flow-scripts/flow DESIGN_CONFIG=/design/flow/config.mk WORK_HOME=/design/flow/orfs finish
### flow/config.mk
export PLATFORM = sky130hd
export DESIGN_NAME = branch_predictor
export DESIGN_NICKNAME = branch_predictor
export VERILOG_FILES = /design/flow/design.v
export SDC_FILE = /design/flow/constraint.sdc
export NUM_CORES = 4
export LEC_CHECK = 1
export CORE_UTILIZATION = 40
### flow/constraint.sdc
current_design branch_predictor

set clk_period 131.8
set clk_io_pct 0.2

create_clock -name clk0 -period $clk_period [get_ports {clk}]

set non_clock_inputs [all_inputs -no_clocks]
set_input_delay [expr $clk_period * $clk_io_pct] -clock clk0 $non_clock_inputs
set_output_delay [expr $clk_period * $clk_io_pct] -clock clk0 [all_outputs]
==> impl_metrics.json <==
{
  "dp.cells": 3920,
  "compound_area_share_pct": 13.6,
  "cts_root_buffer": "clkbuf_16",
  "synth.avg_cell_area_sq_um": 10.2,
  "netlist_area_sq_um": 29900,
  "vias": 33300,
  "io_pins": 72,
  "whs_ns": 0.529,
  "fin_area_sq_um": 35200,
  "startpoint_type": "input port",
  "warning_count": 87,
  "die_h_um": 276,
  "synth-seq-cells": 522,
  "area_growth_pct": 17.5,
  "clockBufferDepth": 3,
  "adder_share_pct": 0,
  "slew_headroom_pct": 14.7,
  "port_buffers": 22,
  "slew_viol_final": 0,
  "cp_max_fo": 57,
  "ff_type": "dfrtp_1",
  "htreeDepth": 2,
  "dp_hpwl_mm": 153,
  "end_kind": "register",
  "synthSimpleGateAreaFrac_pct": 17.0,
  "num_rows": 99,
  "cts_made_buffers": 59,
  "syn_inst": 2926,
  "fin_skew_ns": 0.0369,
  "p_per_area_nw_per_um2": 23.6,
  "status": "finished clean",
  "synth_seq_share_pct": 44.7,
  "ys_cells": 2926,
  "synth-xor-area-share_pct": 1.30,
  "antenna_found_initial": 26,
  "first_global_vias": 31400,
  "layout_setup_ws_ns": 97.42,
  "mux_area_share_pct": 19.9,
  "tns_ns": 0,
  "rsz0062_at_grt": "false",
  "core_sq_um": 73500,
  "routed_wl_mm": 226,
  "synthTopCellsByArea": "dfstp_2 (22%), dfrtp_1 (22%), mux2_2 (12%)",
  "postRouteAntennaNets": 0,
  "yosysWarnings": 2,
  "grt_usage_pct": 62.1,
  "setup_viol": 0,
  "crit_arrival_ns": 34.94,
  "drtIter0Drc": 4570,
  "dp_slack_ns": 97.55,
  "cpMostUsedCell": "buf_4",
  "maxCapViolations": 0,
  "hold_viol_final": 0,
  "ctsHoldBuffers": 0,
  "cts_tree": "yes",
  "worstMarginPinSlew_ns": 1.27,
  "path_cells": "clkdlybuf4s50_1 -> xor2_4 -> buf_4 -> buf_4 -> nor2_1 -> buf_4 -> a22oi_1 -> o31ai_1 -> nor3_1 -> nand4_1 -> nor4_1 -> nand4_1 -> or4_1 -> a22oi_2 -> buf_4 -> buf_4 -> nor3_1 -> mux2_2",
  "grt_pass1_wl_mm": 295,
  "die_area_sq_um": 75900,
  "synthTopLogicFamily": "multiplexers",
  "cts.sinks": 522,
  "post_cts_buffers": 0,
  "route.detailed.drc": 0,
  "finalCritPeriodShare_pct": 26.1,
  "grt_max_degree": 140,
  "edf_count": 1,
  "cts.repair.resized": 0,
  "critPathMaxStageDelay_ns": 1.07,
  "synthArstFlopShare_pct": 99.8,
  "criticalPathCategory": "in -> reg",
  "place_congestion": 1.28,
  "crit_required_ns": 132.35,
  "insertion_delay_ns": 0.69,
  "overflow": 0,
  "placed_cell_area_sq_um": 32900,
  "clk_pin_slew_ns": 0.07,
  "dr.pass1.iters": 12,
  "min_period_ns": 34.38,
  "fmax_mhz": 29.1,
  "fp_util_pct": 40.7,
  "max-vdd-ir-drop_uv": 37.3,
  "drive_above_1_share_pct": 32.9,
  "wl_per_cell_um": 55.3,
  "largest_area_cell": "dfstp_2",
  "slowest_stage": "nor4_1",
  "viasPerCell": 8.17,
  "die_x_um": 276,
  "top_cell_area_share_pct": 22.5,
  "p_leak_uw": 0.0138,
  "fin_cells": 4076,
  "ys_chip_area_sq_um": 29900,
  "hold_path.class": "reg -> reg",
  "yosysUniqueCellTypes": 60
}
[final timing paths]
| path | slack, ns | cells after the start | endpoint | from |
|---|---|---|---|---|
| setup / recovery | 97.42 | 18 | pht[112][1] | update_pc[8] |
| hold / removal | 0.53 | 1 | pht[30][1] | pht[30][1] |
| setup reg to reg | 123.08 | 17 | pht[112][1] | ghr[6] |
| hold reg to reg | 0.53 | 1 | pht[30][1] | pht[30][1] |
| max in group asynchronous | 104.14 | 3 | pht[13][1] | rst_n |
| min in group asynchronous | 25.67 | 1 | pht[84][1] | rst_n |
[flip-flops by register name (all words and copies together) (netlist names)]
register          count
prediction_valid      1
prediction            1
pht                 512
ghr                   8
[placed cells by master (no fill, tap or decap), types with 11 or more instances in the layout]
master and count:
clkbuf_1 15, clkbuf_16 60, mux2_2 320, a21oi_1 65, nor3_1 271, dfrtp_1 265
clkbuf_8 11, o211ai_1 12, mux2_1 201, nor4_2 39, nor2_1 139, bufinv_16 11
clkdlybuf4s50_1 21, a32oi_1 55, o21ai_0 57, a31oi_1 37, xnor2_1 16, a22oi_1 162
a221oi_1 13, dfstp_2 256, a2111oi_0 18, nand3_1 184, diode_2 44, buf_4 262
nor4_1 55, nand2_1 153, a22o_1 26, o22ai_1 40, nand4_1 125
[layout make-up]
cell class | count | area [sq um]
diodes | 44 | 110
clock buffers | 86 | 1710
clock inverters | 26 | 448
fillers | 6687 | 38300
inverters | 2 | 7.51
multi-input cells | 2150 | 16000
flip-flops and latches | 522 | 13400
well taps | 959 | 1200
repair buffers | 287 | 2250
[stage by stage]
step | power [uW] | utilization, %
6_report | 828 | 47.9
5_1_grt | 818 | 47.8
4_1_cts | 787 | 47.7
3_5_place_dp | 602 | 44.8
3_3_place_gp | 599 | 44.8
2_1_floorplan | 400 | -
[layer usage]
layer / vias to the layer above / global-route usage, % / routed length [um]
met5: - / 27.3 / 1900
met1: 16600 / 68.0 / 73800
met4: 57 / 51.3 / 25600
li1: 11700 / - / -
met2: 3692 / 73.9 / 81800
met3: 1299 / 49.6 / 42400
[cells by family (layout without fill, tap and decap cells)]
family | count (synthesis) | in the layout
xor+xnor | 42 | 42
buf+inv | 254 | 401
flops | 522 | 522
compound gates | 561 | 561
other cells | 0 | 44
mux | 530 | 530
simple gates | 1017 | 1017
[synth_stat cells (57+ instances only)]
master,instances
a22oi_1,162
dfstp_2,256
nand3_1,184
clkbuf_1,178
nor4_1,96
dfrtp_1,265
o21ai_0,57
nand4_1,125
a21oi_1,65
nor2_1,144
nand2_1,155
mux2_2,320
mux2_1,201
nor3_1,272
[report_power, final]
group | internal [uW] | total [uW] | switching [uW]
sequential | 218 | 271 | 52.9
clock | 112 | 188 | 76.1
combinational | 76.9 | 369 | 292
[critical path: cells and delay by family]
kind                      cells  cell delay, ns
and+or+nand+nor               7            3.57
buffers and inverters         6            3.47
AOI/OAI and AO/OA             3            0.86
muxes                         1            0.35
xor gates and xnor gates      1            0.16
Power figures rest on the tool's default switching activity, not on a simulated workload.
